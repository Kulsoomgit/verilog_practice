--- ./run.sh ---
#!/bin/bash
# OpenROAD 26Q1-2900-gdf79404cd8, Yosys 0.63+post, stock flow scripts
make -C /OpenROAD-flow-scripts/flow DESIGN_CONFIG=/design/flow/config.mk WORK_HOME=/design/flow/orfs finish
--- ./design.v ---
module cl (zero,phase,opcode,sel,rd,id_ir,inc_pc,halt,id_pc,data_e,id_ac,wr);
    input wire zero;
    input wire [2:0] phase;
    input wire [2:0] opcode;
    output reg sel;
    output reg rd;
    output reg id_ir;
    output reg inc_pc;
    output reg halt;
    output reg id_pc;
    output reg data_e;
    output reg id_ac;
    output reg wr;
    reg H=0, A=0, Z=0, S=0, J=0;
    always @(opcode) begin
        H=(opcode==3'b000)?1:0;
        Z=(opcode==3'b001)?1:0;
        A=(opcode==3'b010 | opcode==3'b011 | opcode==3'b100 | opcode==3'b101 )?1:0;   
        S=(opcode==3'b110 && zero==1)?1:0;
        J=(opcode==3'b111)?1:0;
    end
    always @(phase) begin
        if (phase == 3'b000) begin
            sel = 1;
            rd = 0; 
            id_ir = 0; 
            inc_pc = 0; 
            halt = 0; 
            id_pc = 0; 
            data_e = 0; 
            id_ac = 0; 
            wr = 0;
        end
        else if (phase == 3'b001) begin
            sel = 1; 
            rd = 1; 
            id_ir = 0; 
            inc_pc = 0; 
            halt = 0; 
            id_pc = 0; 
            data_e = 0; 
            id_ac = 0; 
            wr = 0;
        end
        else if (phase == 3'b010) begin
            sel = 1; 
            rd = 1; 
            id_ir = 1; 
            inc_pc = 0; 
            halt = 0; 
            id_pc = 0; 
            data_e = 0; 
            id_ac = 0; 
            wr = 0;
        end
        else if (phase == 3'b011) begin
            sel = 1; 
            rd = 1; 
            id_ir = 1; 
            inc_pc = 0; 
            halt = 0; 
            id_pc = 0; 
            data_e = 0; 
            id_ac = 0; 
            wr = 0;
        end
        else if (phase == 3'b100) begin
            sel = 0; 
            rd = 0; 
            id_ir = 0; 
            inc_pc = 1; 
            halt = H; 
            id_pc = 0; 
            data_e = 0; 
            id_ac = 0; 
            wr = 0;
        end
        else if (phase == 3'b101) begin
            sel = 0; 
            rd = A; 
            id_ir = 0; 
            inc_pc = 0; 
            halt = 0; 
            id_pc = 0; 
            data_e = 0; 
            id_ac = 0; 
            wr = 0;
        end
        else if (phase == 3'b110) begin
            sel = 0; 
            rd = A; 
            id_ir = 0; 
            inc_pc = Z; 
            halt = 0; 
            id_pc = J; 
            data_e = S; 
            id_ac = 0; 
            wr = 0;
        end
         else begin
            sel = 0; 
            rd = A; 
            id_ir = 0; 
            inc_pc = 0; 
            halt = 0; 
            id_pc = J; 
            data_e = S; 
            id_ac = A; 
            wr = S;
        end
    end
endmodule
--- ./config.mk ---
export PLATFORM = sky130hd
export DESIGN_NAME = cl
export DESIGN_NICKNAME = cl
export VERILOG_FILES = /design/flow/design.v
export SDC_FILE = /design/flow/constraint.sdc
export NUM_CORES = 4
export LEC_CHECK = 1
export CORE_AREA = 10 10 70 70
export DIE_AREA = 0 0 80 80
--- ./constraint.sdc ---
current_design cl

set clk_period 1.2
set clk_io_pct 0.2

create_clock -name clk0 -period $clk_period

set non_clock_inputs [all_inputs -no_clocks]
set_input_delay [expr $clk_period * $clk_io_pct] -clock clk0 $non_clock_inputs
set_output_delay [expr $clk_period * $clk_io_pct] -clock clk0 [all_outputs]
==> run summary <==
The full implementation flow was run.

The run finished, with violations left. The checks that failed: setup timing. The global route stage reports its total congestion overflow as 0. According to the timing report, the data required time at the worst endpoint equals between 0.9 and 1 ns. Hold repair after CTS inserted 0 buffers. The average routed wire per standard cell stands at approximately 7.4 um.

The pin count of the biggest net entering global routing stands at 6. The worst slew margin relative to its limit stands at 86.9%. The count of warnings emitted by yosys stands at 1. According to the I/O placement log, the pin count is 16. After floorplanning, the die was sized to cover between 6000 and 7000 um^2. As logged by OpenROAD, the buffers inserted on ports number 16. Summing all flip-flop and latch instances after layout gives 0 um^2. The routed layout reports a DRC error count of 0. Setup repair after global routing could not meet its margin everywhere.

The aggregate global-route resource usage stands at 1.85%. The count of buffering cells on the critical path with inverters included stands at 2. The timing report gives the biggest stage delay along the critical path as roughly 0.51 ns.

The data arrival at the endpoint of the critical path stands at ~1.0 ns. OpenROAD emitted warnings numbering 34. The number of cell instances after yosys synthesis stands at 19.

The initial antenna violation count stands at 0. The worst hold slack across all endpoints stands at around 0.78 ns. In this run the cell area of the synthesized design comes to roughly 100 um^2. After synthesis, the chip area reported by Yosys is ~100 um^2. STA reports the tightest min-delay check as being of type input port to primary output.

The smallest setup slack after layout stands at -0.0702 ns. The number of instances in the synthesized netlist stands at 19. The total power after layout stands at around 0.000097 W. In this run the critical path is formed by buf_8, or4_1, nor2_1, buf_2. The flow measured a signed area growth from synthesis to layout of 293%.

STA classifies the critical path startpoint as an input port. Summing the sequential cell areas from Yosys gives 0% of the chip area. The setup-violating endpoint count in the final report stands at 1. Per the STA report, the cell with the highest stage delay on the worst path is or4_1. The transition at the pin with the smallest max-transition slack stands at 0.196 ns. The shortest period the worst path allows stands at around 1.3 ns. In this build the clock could be raised as far as approximately 790 MHz. The height of the chip stands at ~80 um.

The top fanout value on the critical path stands at 4. The mean post-synth cell area stands at 5.27 um^2. The fraction of final layout cells with drive strength greater than 1 stands at a little over half. Per the OpenROAD power report, leakage power amounts to between 0.15 and 0.2 nW. The post-route clock period utilization stands at 106%. The count of sequential standard cells stands at 0. Hold-check failures listed in the final report amount to 0. Adding up every negative setup slack in the final design gives -0.0702 ns. The number of pins exceeding their max-slew limit in the final report stands at 0. The maximum vdd drop stands at between 0.03 and 0.04 mV. The share of the core filled by cells before placement stands at under 10%. For this run, the detailed router's first-pass iteration total came to 2.

The global-route wire length before repair stands at 972 um. The number of distinct standard cells referenced by the synthesized netlist stands at 12. The filler cells instantiated in the layout total between 300 and 400. The total antenna diodes in the routed design stands at 0.

On the critical path the largest part of the delay comes from simple AND/OR/NAND/NOR gates. In the final layout, the clock buffer count is 0. RePlAce ended its routability-driven mode at a weighted congestion of ~0.76. In this run, the number of DRC markers left after iteration 0 of detailed routing was 1.

Summing over every cut layer, the via total after detailed routing is 200. The detail route stage leaves a number of antenna-violating nets equal to 0. The worst setup path is captured at a primary output. The total number of placement rows stands at 21. Ranking logic cells in the layout by count gives the top entries 6 x buf_2, 6 x buf_4, 3 x nor2_1, 3 x buf_6, 3 x dlygate4sd2_1.

Dividing the detail-routed via count by the number of cells gives 2.27. By startpoint and endpoint, the worst setup path is classified as input port to primary output. The via count of the first global-routing pass stands at ~200. The report lists the power per cell area as 246 nW/um^2.

The routed design has about 650 um of wire. According to the dpl log, the detail-placed design has an HPWL of 574 um. The placeable core region stands at about 3400 um^2.

From left edge to right edge, the die measures around 80 um. The number of max-capacitance violations reported stands at 0.
## final cells by class
cell class                 count  area (um^2)  area share [%]
timing repair buffer          23          195            49.7
inverter                       4         15.0            3.82
tap                           46         57.6            14.6
multi-input combinational     15          125            31.8
## per-stage QoR
stage          util (%)  instance area [um^2]  instances  setup WS (ns)
2_1_floorplan         -                   100         19          0.165
3_3_place_gp       10.6                   363         87         -0.804
3_5_place_dp       10.6                   363         87         -0.817
4_1_cts            11.0                   374         89        -0.0944
5_1_grt            11.5                   393         88        -0.0963
6_report           11.5                   393         88        -0.0702
## synth_stat cells
cell type	number	area share, %
a21oi_1	2	10
inv_1	4	15
nand2b_1	1	6.3
nand3_1	1	5.0
nand4_1	1	6.3
nor2_1	4	15
nor2b_1	1	6.3
nor3_1	1	5.0
nor4_1	1	6.3
or3b_1	1	8.8
or4_1	1	7.5
xnor2_1	1	8.8
## routing by layer
metal | routed length (um) | up-vias | GRT usage [%]
li1 | - | 110 | -
met4 | 0 | 0 | 0
met1 | 310 | 76 | 2.64
met2 | 194 | 14 | 2.33
met3 | 146 | 0 | 1.25
met5 | 0 | - | 0
## path summary, 6_finish.rpt
kind | slack (ns) | end | depth (start not counted) | from
hold / removal | 0.78 | halt | 4 | opcode[2]
setup / recovery | -0.07 | halt | 4 | opcode[1]
## logic make-up (layout without fill, tap and decap cells)
kind of cell / Yosys count / after routing / synth area share [%]
AND/OR/NAND/NOR: 12 / 12 / 66.3
AND-OR/OR-AND: 2 / 2 / 10.0
buffers and inverters: 4 / 27 / 15.0
XOR/XNOR: 1 / 1 / 8.75
## where the power goes
part / switching, W / total (W) / internal [W] / leakage [nW]
clock network: 0 / 0 / 0 / 0
logic: 0.0000353 / 0.0000967 / 0.0000614 / 0.176
registers: 0 / 0 / 0 / 0
total: 0.0000353 / 0.0000967 / 0.0000614 / 0.176
## tightest hold or removal path, stage by stage
cell and delay (ns):
buf_8 0.07, or4_1 0.09, nor2_1 0.03, buf_2 0.10
## repair_timing
action | in CTS | in global routing
setup buffers | 2 | 0
endpoints found under the setup margin | 9 | 6
cloned | 0 | 0
pin swaps | 7 | 5
gates resized | 50 | 7
No activity file was given, so power comes from the tool's default toggle rates.
