[flow/run.sh]
#!/bin/bash
# OpenROAD 26Q1-2900-gdf79404cd8, Yosys 0.63+post, stock flow scripts
make -C /OpenROAD-flow-scripts/flow DESIGN_CONFIG=/design/flow/config.mk WORK_HOME=/design/flow/orfs finish
[flow/config.mk]
export PLATFORM = sky130hd
export DESIGN_NAME = alu
export DESIGN_NICKNAME = alu
export VERILOG_FILES = /design/flow/design.v
export SDC_FILE = /design/flow/constraint.sdc
export NUM_CORES = 4
export LEC_CHECK = 1
export CORE_AREA = 10 10 110 110
export DIE_AREA = 0 0 120 120
[flow/constraint.sdc]
current_design alu

set clk_period 4.3
set clk_io_pct 0.2

create_clock -name clk0 -period $clk_period

set non_clock_inputs [all_inputs -no_clocks]
set_input_delay [expr $clk_period * $clk_io_pct] -clock clk0 $non_clock_inputs
set_output_delay [expr $clk_period * $clk_io_pct] -clock clk0 [all_outputs]
[flow/design.v]
module alu (a,b,op,res);
 input wire [7:0] a;
 input wire [7:0] b;
 input wire [2:0] op;
 output reg [7:0] res;
 always @(*)
 begin
    case(op)
    3'b000:
    begin
        res=a+b;
    end
    3'b001:
    begin
        res=a-b;
    end
    3'b010:
    begin
        res=a&b;
    end
    3'b011:
    begin
        res=a|b;
    end
    3'b100:
    begin
        res=a^b;
    end
    3'b101:
    begin
        res=a<<b;
    end
    3'b110:
    begin
        res=a>>b;
    end
    default:res=8'b000000;
     endcase
 end
endmodule
==> flow_summary.yaml <==
# yosys + openroad results
pwr:
  total_leakage_power_nw: 1.01
  ir_drop_v: 0.0000283
  power.density_nw_per_um2: 121
routing:
  num_antenna_cells: 0
  vias: 1675
  first_pass_iters: 4
  drt-met1-wl_um: 2520
  first_iter_violations: 93
  maxUsedRoutingLayer: "met3"
  route.detailed.drc: 0
  wl_per_cell_um: 14.0
  antenna_left: 0
  wl_met3_um: 204
  met2_length_um: 2710
  wirelength_um: 5440
  viasPerCell: 4.31
floorplan:
  dieArea_um2: 14400
  core_area_um2: 9770
  initCoreUtil: 0.159
  die_w_um: 120
  io_pins: 27
  die_height_um: 120
  rows: 36
timing:
  tightest_slew_ns: 0.505
  setup_viol: 0
  hold_violations: 0
  slew_headroom: 0.662
  rsz0062_at_grt: "true"
  post-route-period-util: 0.976
  fin_crit_ns: 4.20
  max_freq_ghz: 0.238
  slew_viol_final: 0
setup_path:
  worstPathMaxFanout: 3
  cp.required_ns: 3.44
  cp_common_cell: "buf_4"
  slowest_stage: "clkdlybuf4s50_1"
  cp_data_arrival_time_ns: 3.34
  crit_chain: "clkdlybuf4s50_1, nor3b_4, buf_4, a21oi_1, xnor2_1, ha_1, buf_4, o21ai_0, o21bai_1, a21oi_2, xor2_1, o2111ai_2, dlygate4sd2_1"
  cp-end-kind: "output pin"
  crit_path_max_incr_delay_ns: 0.48
  cp-start-kind: "primary input"
  criticalPathCategory: "primary input to output pin"
yosys:
  yosysWarnings: 1
  avgSynthCellArea_um2: 7.89
  synth_top_area_share: 0.193
  synth_area_leader_cell: "ha_1"
  syn_area_um2: 1550
  synth_seq_share: 0
  top_cell: "ha_1"
  ys_top_cells_by_area: "ha_1 (19%), mux4_1 (5.1%), inv_1 (5.1%)"
  ys_cells: 197
  ys_types: 51
  ys_top_cells_by_count: "ha_1 (24), inv_1 (21), nor2_1 (14)"
  syn_inst: 197
  yosys_area_um2: 1550
layout:
  nFlopsAndLatches: 0
  fin_util: 0.234
  synthToLayoutAreaGrowth_pct: 47.4
  finalNonFillerCells: 389
  drive_gt1_frac: 0.281
  seq_area_um2: 0
  clkbuf_count: 0
run_status:
  outcome: "finished, final reports clean"
job:
  maxCapViolCount: 0
  warnings: 42
worst_hold_path:
  hold_class: "primary input to output pin"
place:
  gp_congestion: 0.967
  port-buffer-count: 27
  hpwlAfterDp_um: 4400
  dp.cells: 382
global_routing:
  track_usage: 0.0735
  grt_first_pass_wirelength_um: 8830
  gr-total-overflow: 0
  grt_max_degree: 17
  first_global_vias: 1631
  antenna_found_initial: 0
==> logic make-up after synthesis <==
kind of cell | synth area share
compound gates | 0.254
xor+xnor | 0.0781
fa+ha+maj | 0.206
buf+inv | 0.102
mux | 0.154
simple gates | 0.205
==> cell type report <==
type,count,area [um2]
Fill cell,1076,7480
Multi-Input combinational cell,165,1460
Timing Repair Buffer,69,582
Tap cell,133,166
Inverter,22,82.6
==> metrics by stage <==
| stage | setup TNS [ns] | area, um2 | hold WS [ns] | power [W] | worst slack, ns |
|---|---|---|---|---|---|
| CTS | 0 | 2240 | 2.72 | 0.000268 | 0.00662 |
| global placement | -0.982 | 2180 | 2.95 | 0.000255 | -0.265 |
| detailed placement | -0.978 | 2180 | 2.95 | 0.000254 | -0.238 |
| floorplan | 0 | 1550 | 1.81 | 0.000141 | 0.753 |
| finish | 0 | 2290 | 2.69 | 0.000278 | 0.104 |
| global route | -0.0567 | 2290 | 2.74 | 0.000308 | -0.0443 |
==> worst paths after layout <==
kind,startpoint,end,cells past startpoint
setup / recovery,op[0],res[6],13
hold / removal,op[1],res[7],5
==> critical path, delay by kind of cell <==
| family | cells | cell delay [ns] |
|---|---|---|
| buffers and inverters | 4 | 1.07 |
| XOR/XNOR | 2 | 0.35 |
| adder cells (fa/ha/maj) | 1 | 0.30 |
| AND-OR/OR-AND | 5 | 0.47 |
| AND/OR/NAND/NOR | 1 | 0.27 |
==> timing repair <==
action / in CTS / in global routing
endpoints found under the setup margin: 6 / 3
pin swaps: 14 / 7
hold buffers: 0 / 0
endpoints found under the hold margin: 0 / 0
resized: 16 / 7
buffers inserted: 5 / 2
==> cells in the final DEF, fill, tap and decap left out, types with 3 or more instances in the layout <==
cell             synthesis  layout
a211oi_2                 1       3
a21o_1                   4       4
a21oi_1                 11       7
a21oi_2                  0       4
a22oi_1                  3       3
a31oi_1                  5       5
buf_4                    3      41
clkdlybuf4s50_1          0      20
dlygate4sd2_1            0       6
ha_1                    24      23
inv_1                   21      21
mux2i_1                  7       6
mux4_1                   3       3
mux4_2                   3       3
nand2_1                 13      13
nand2b_1                 3       3
nand3_1                  5       5
nor2_1                  14      14
nor2b_1                  4       4
o211ai_1                 5       5
o21ai_0                  7       7
xnor2_1                  9       9
==> routing by layer <==
layer,GRT usage,vias to the layer above
met5,0,-
met4,0,0
met3,0.00238,0
met2,0.130,50
met1,0.103,779
li1,-,846
==> power by group <==
group / switching [W] / leakage (nW) / internal [W]
sequential: 0 / 0 / 0
combinational: 0.000128 / 1.01 / 0.000150
clock: 0 / 0 / 0
Power and IR drop assume default switching activity.
