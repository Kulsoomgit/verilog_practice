## flow/run.sh

```bash
#!/bin/bash
# OpenROAD 26Q1-2900-gdf79404cd8, Yosys 0.63+post, stock flow scripts
make -C /OpenROAD-flow-scripts/flow DESIGN_CONFIG=/design/flow/config.mk WORK_HOME=/design/flow/orfs finish
```

## flow/constraint.sdc

```tcl
current_design gn

set clk_period 1.3
set clk_io_pct 0.2

create_clock -name clk0 -period $clk_period [get_ports {clk}]

set non_clock_inputs [all_inputs -no_clocks]
set_input_delay [expr $clk_period * $clk_io_pct] -clock clk0 $non_clock_inputs
set_output_delay [expr $clk_period * $clk_io_pct] -clock clk0 [all_outputs]
```

## flow/config.mk

```make
export PLATFORM = sky130hd
export DESIGN_NAME = gn
export DESIGN_NICKNAME = gn
export VERILOG_FILES = /design/flow/design.v
export SDC_FILE = /design/flow/constraint.sdc
export NUM_CORES = 4
export LEC_CHECK = 1
export CORE_AREA = 10 10 70 70
export DIE_AREA = 0 0 80 80
```

## flow/design.v

```verilog
module gn(clk,rst,enable,load,cnt_in,cnt_out);
    input wire clk;
    input wire rst;
    input wire enable;
    input wire load;
    input wire [4:0]cnt_in;
    output reg [4:0]cnt_out;
    always@(posedge clk)begin
        if(rst)begin
            cnt_out<=5'b00000;
    end
    else begin
        cnt_out <= (enable & load)? cnt_in :(load)? 5'b00000 : cnt_in +1;
    end
    end
endmodule
```

==> out/metrics.csv <==
metric,value,unit
outcome,"complete, no violations",
clkSinkCount,5,
grt_start_max_net_pins,7,
io_pins,14,
yosys.stat.chipArea,252.7,µm²
clk_root_buffer_cell,clkbuf_4,
ys_ff,5,
area_delta_synth_final,102.5,%
post_drt_via_cell_ratio,2.821,
crit_fanout,1,
largestRegisters,cnt_out (5),
grt_usage,2.134,%
num_rows,21,
grt_pass1_vias,266,
cts_tree,done,
place_area,470.5,µm²
n_fill_cell,386,
path_buffers,1,
vias,268,
dr.pass1.iters,4,
worst_pin_slew,0.2399,ns
layout-drive-gt1-share,26.53,%
wl,748,µm
drc,0,
die_area,6400,µm²
overflow,0,
peakVddDrop,0.1671,mV
cts_inserted_buffers,3,
synthTopCellsByArea,"dfxtp_1, a221oi_2, nand3_1, o21ba_1, nand2_1",
core,3416,µm²
critPathRequiredTime,1.04,ns
path_cells,clkdlybuf4s50_1,
path_clk_slew,0.04,ns
initial_utilization,7.399,%
netlist_top_cells_count,"dfxtp_1, nand3_1, nand2_1",
final_area,511.7,µm²
regMostFlops,cnt_out,
openroad.warnings,25,
cap_violations,0,
powerDensity,863.5,nW/µm²
place_congestion,0.7822,
grt_pass1_wl,1124,µm
cp_top_family,buffers and inverters,
finalHoldViolations,0,
synthArstFlopShare,0,%
start_kind,register,
seq_area_frac_synth,39.60,%
synth_top_area_share,39.60,%
leakage,0.2069,nW
antenna_found_initial,0,
n_antenna_cell,0,
yosysUniqueCellTypes,13,
edf_count,0,
wl_per_cell,7.874,µm
synthCells,27,
io_buffer_count,13,
antenna_left,0,
place_ws,-0.2250,ns
crit_arrival,0.99,ns
period_used_share,95.90,%
slowest_stage,clkdlybuf4s50_1,
relSlewSlack,83.96,%
setup_slack,0.05336,ns
drt-initial-drc-count,18,
finalCriticalPeriod,1.247,ns
yosysWarnings,1,
htree_levels,1,
endpoint_kind,output pin,
slowest_delay,0.45,ns
die_y,80,µm
syn-cell-area,252.7,µm²
cts_buffer_depth,2,
holdCritPathClass,input pin to register,
yosysTopAreaCell,dfxtp_1,
syn_area_per_cell,9.361,µm²
ys_cells,27,
rsz0062_at_grt,no,
final_util,14.98,%
largest_reg_flops,5,
dieWidth,80,µm
finalSetupViolCount,0,
maxSlewViolCount,0,
fmax,802.2,MHz
critical_path_class,register to output pin,
ff_type,dfxtp_1,
[stage by stage]
step                hold slack, ns  setup TNS (ns)  total power, mW  std cells
floorplan                   0.3262               0           0.2014         27
global placement            0.9091         -0.4335           0.2676         90
detailed placement          0.9046         -0.4606           0.2692         90
CTS                         0.6533               0           0.4516         94
global route                0.4933               0           0.4666         95
finish                      0.4572               0           0.4419         95
[cell type report]
cell class / instances / area (µm²) / share of cell area, %
flip-flops and latches: 5 / 100.1 / 19.56
clock buffers: 4 / 26.28 / 5.134
well taps: 46 / 57.56 / 11.25
multi-input cells: 21 / 147.6 / 28.85
repair buffers: 19 / 180.2 / 35.21
[what timing repair did]
action                     4_1_cts  5_1_grt
hold buffers                     0        0
hold endpoints to repair         0        0
buffers inserted                 0        1
setup endpoints to repair        0        1
resized                          0        3
[report_power, final]
part / internal [mW] / switching [mW] / total, mW
clock: 0.116 / 0.0583 / 0.174
combinational: 0.0666 / 0.0351 / 0.102
sequential: 0.164 / 0.00198 / 0.166
total: 0.347 / 0.0954 / 0.442
[path summary, 6_finish.rpt]
kind	startpoint	to	slack, ns	depth (start not counted)
hold / removal	cnt_in[0]	cnt_out[0]	0.46	4
setup / recovery	cnt_out[4]	cnt_out[4]	0.05	1
[routing by layer]
layer	vias up	GRT usage, %	share of wire (%)
met5	-	0	0
met1	116	2.470	43
li1	141	-	-
met4	0	0.8803	0
met2	11	3.612	47
met3	0	0.5682	9.9
[layout by cell type (no fill, tap or decap)]
cell type / instances
a21oi_1: 2
nand3_1: 5
buf_4: 6
xnor2_1: 1
or2_2: 1
clkbuf_4: 3
ha_2: 1
clkbuf_1: 1
dfxtp_1: 5
o21a_1: 1
nand2b_1: 1
nand2_1: 4
o21ba_1: 2
nor2_1: 1
clkdlybuf4s50_1: 11
dlymetal6s2s_1: 2
a221oi_2: 2
[kinds of logic after synthesis]
family                   Yosys count  share of synthesized area [%]
AND-OR/OR-AND                      7                          26.73
XOR/XNOR                           1                          3.466
adder cells (fa/ha/maj)            1                          4.950
buffers and inverters              1                          2.971
flip-flops                         5                          39.61
AND/OR/NAND/NOR                   12                          22.28
Power and IR drop assume default switching activity.
